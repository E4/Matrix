==> flow/design.v <==
module hsv2rgb (
    input [7:0] hue,
    input [7:0] saturation,
    input [7:0] value,
    output reg [23:0] rgb
  );
  reg [2:0] region;
  reg [7:0] remainder;
  reg [7:0] p;
  reg [7:0] q;
  reg [7:0] t;
  always begin
    region = hue / 43;
    remainder = (hue - (region * 43)) * 6;
    p = (value * (255 - saturation)) >> 8;
    q = (value * (255 - ((saturation * remainder) >> 8))) >> 8;
    t = (value * (255 - ((saturation * (255 - remainder)) >> 8 )) >> 8);
    if(region==0) begin
      rgb = {p[7:0],t[7:0],value[7:0]};
    end else if(region==1) begin
      rgb = {p[7:0],value[7:0],q[7:0]};
    end else if(region==2) begin
      rgb = {t[7:0],value[7:0],p[7:0]};
    end else if(region==3) begin
      rgb = {value[7:0],q[7:0],p[7:0]};
    end else if(region==4) begin
      rgb = {value[7:0],p[7:0],t[7:0]};
    end else   begin
      rgb = {q[7:0],p[7:0],value[7:0]};
    end
  end
endmodule
==> flow/run.sh <==
#!/bin/bash
# OpenROAD 26Q1-2900-gdf79404cd8, Yosys 0.63+post, stock flow scripts
make -C /OpenROAD-flow-scripts/flow DESIGN_CONFIG=/design/flow/config.mk WORK_HOME=/design/flow/orfs finish
==> flow/config.mk <==
export PLATFORM = sky130hd
export DESIGN_NAME = hsv2rgb
export DESIGN_NICKNAME = hsv2rgb
export VERILOG_FILES = /design/flow/design.v
export SDC_FILE = /design/flow/constraint.sdc
export NUM_CORES = 4
export LEC_CHECK = 1
export CORE_UTILIZATION = 30
export SYNTH_HDL_FRONTEND = slang
==> flow/constraint.sdc <==
current_design hsv2rgb

set clk_period 26.1
set clk_io_pct 0.2

create_clock -name clk0 -period $clk_period

set non_clock_inputs [all_inputs -no_clocks]
set_input_delay [expr $clk_period * $clk_io_pct] -clock clk0 $non_clock_inputs
set_output_delay [expr $clk_period * $clk_io_pct] -clock clk0 [all_outputs]
==> impl_metrics.yaml <==
# physical design summary
run_status:
  status: "complete, no violations"
placement:
  placed_area_mm2: 0.01376
  place.gp.congestion: 0.8793
  portBuffers: 48
  dp.cells: 2117
  dp_hpwl_um: 25270
detailed_routing:
  via_count: 10190
  wl_per_cell_um: 14.96
  drt_iter0_markers: 465
  postRouteAntennaNets: 0
  diodes: 0
  drc_errors: 0
  wl_um: 31740
  firstDrtPassIters: 7
  via_per_inst: 4.803
cells_and_area:
  ff_count: 0
  fillers: 4292
  area_growth_pct: 10.46
  n_clock_buffer: 0
  regArea_um2: 0
  finalNonFillerCells: 2122
  drive_gt1_share_pct: 5.283
  finalInstanceArea_mm2: 0.01388
die:
  die_y_um: 206.7
  initial_core_util_pct: 30.57
  io_pins: 48
  chip_area_mm2: 0.04271
  rows: 74
  die_x_um: 206.7
  core_area_mm2: 0.04111
critical_path:
  slowest_delay_ns: 0.58
  crit_family: "adder cells"
  endpoint_kind: "output port"
  crit_buf_inv: 10
  cp_slowest_cell: "clkdlybuf4s50_1"
  crit_path_max_fanout: 9
  critical_path_class: "in -> out"
  arrival_ns: 20.08
  start_kind: "input pin"
  crit_path_frequent_cell: "fa_1"
  worstPathRequired_ns: 20.88
synth:
  synth_cells: 1561
  top_cells_by_count: "inv_1 (321), fa_1 (199), ha_1 (188)"
  topCellsByArea: "fa_1 (32%), ha_1 (19%), inv_1 (9.6%)"
  synth_cell_type_count: 88
  ys_cells: 1561
  synth_area_leader_cell: "fa_1"
  ys_chip_area_mm2: 0.01257
  ys.warnings.count: 0
  ys_seq_share_pct: 0
  top_cell_area_share_pct: 31.70
  synth_area_mm2: 0.01257
  top_cell: "inv_1"
  syn_avg_cell_area_um2: 8.051
sta:
  setup_viol: 0
  fmax_mhz: 39.52
  slew_headroom_pct: 47.70
  finalHoldViolCount: 0
  slew_violations: 0
  tns_ns: 0
  worst_slew_pin_slew_ns: 0.7826
  finalCritPeriodShare_pct: 96.94
  period_minus_slack_ns: 25.30
worst_hold_path:
  hold_class: "in -> out"
global_route:
  antenna_found_initial: 0
  grt_pass1_vias: 10290
  overflow: 0
  grt_usage_pct: 16.22
  grt_max_degree: 33
  grt_pass1_wl_um: 53300
run:
  warnings: 39
  drv_cap: 0
cts:
  cts_hold_buf: 0
final timing paths:
| check | slack [ns] | endpoint | cells after the start | from |
|---|---|---|---|---|
| worst min-delay path | 11.70 | rgb[6] | 5 | value[6] |
| worst max-delay path | 0.80 | rgb[15] | 59 | hue[6] |
metal layers:
layer | global-route usage (%) | vias to the layer above | routed length [um]
met4 | 1.996 | 0 | 387
li1 | - | 5014 | -
met3 | 2.758 | 26 | 1720
met5 | 0 | - | 0
met2 | 26.51 | 252 | 15170
met1 | 23.54 | 4901 | 14460
area by class of cell:
cell class	count	area (um2)	area share (%)
Multi-Input combinational cell	1169	11150	80.29
Timing Repair Buffer	94	838.3	6.039
Tap cell	532	665.6	4.795
Inverter	327	1232	8.878
stage by stage:
step                hold WS, ns  util, %  setup WS, ns
floorplan                 10.65        -         1.856
global placement          11.70    33.47        0.2929
detailed placement        11.69    33.47        0.1647
CTS                       11.70    33.47        0.1087
global route              11.75    33.77      -0.03633
finish                    11.70    33.77        0.7979
logic make-up (layout without fill, tap and decap cells):
family | Yosys count | after routing | synth area share (%)
adder cells (fa/ha/maj) | 387 | 387 | 50.42
buffers and inverters | 392 | 421 | 11.88
XOR/XNOR | 56 | 56 | 4.221
multiplexers | 5 | 5 | 0.4082
AND-OR/OR-AND | 233 | 233 | 12.73
AND/OR/NAND/NOR | 488 | 488 | 20.34
cell usage in the layout (no fill, tap or decap), types with 43 or more instances in the layout:
master,n
inv_1,321
fa_1,199
ha_1,187
nand2_1,142
nor2b_1,78
nor2_1,73
and2_1,72
o21ai_0,52
a21oi_1,51
buf_4,46
clkdlybuf4s50_1,43
what timing repair did:
| action | CTS | global route |
|---|---|---|
| resized | 0 | 24 |
| endpoints found under the setup margin | 0 | 24 |
| buffers inserted | 0 | 5 |
